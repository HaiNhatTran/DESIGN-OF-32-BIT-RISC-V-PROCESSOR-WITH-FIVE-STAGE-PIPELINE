**flow/design.v**
```verilog
`timescale 1ns / 1ps
module ALU(
    input [31:0]A,B,
    input [3:0]ALUControl,
    output Carry,OverFlow,Zero,Negative,
    output [31:0]Result
    );
    wire Cout;
    wire [31:0]Sum, Div, Rem;
    Division DIV_MODULE(.A(A), .B(B), .Div(Div), .Rem(Rem));
    assign Sum = (ALUControl[0] == 1'b0) ? (A + B) : (A + ((~B)+1)) ;
    assign {Cout,Result} = (ALUControl == 4'b0000) ? Sum :
                           (ALUControl == 4'b0001) ? Sum :
                           (ALUControl == 4'b0010) ? A * B :
                           (ALUControl == 4'b0110) ? ((B != 0) ? Div : 32'hx) :
                           (ALUControl == 4'b1010) ? ((B != 0) ? Rem : 32'hx) :
                           (ALUControl == 4'b0101) ? A ^ B :
                           (ALUControl == 4'b1001) ? A | B :
                           (ALUControl == 4'b1011) ? A & B :
                           (ALUControl == 4'b0100) ? {{32{1'b0}}, (A < B)}:
                           (ALUControl == 4'b0011) ? ((B < 32'd32) ? A << B : 32'h0) :
                           (ALUControl == 4'b0111) ? ((B < 32'd32) ? A >> B : 32'h0) :
                           (ALUControl == 4'b1000) ? ((B < 32'd32) ? A >>> B : 32'h0) : 32'h0;
    assign OverFlow = ((Sum[31] ^ A[31]) & (~(ALUControl[0] ^ B[31] ^ A[31])) & (~ALUControl[1]));
    assign Carry = ((~ALUControl[1]) & Cout);
    assign Zero = &(~Result);
    assign Negative = Result[31];  
endmodule 
`timescale 1ns / 1ps
module Adder(
    input [31:0] a,b,
    output[31:0] c
    );
assign c = a + b;
endmodule
`timescale 1ns / 1ps
module Division(
    input [31:0] A,B,
    output reg [31:0] Div, Rem
    );
   reg signed [31:0] SignedA, SignedB, UnsignedA, UnsignedB;
   integer i;
   always @(A or B) begin
      SignedA = A;
      SignedB = B;
      UnsignedA = A[31] ? -SignedA : SignedA;
      UnsignedB = B[31] ? -SignedB : SignedB;
      if (UnsignedB == 0) begin
         Div = 32'hX;
         Rem = 32'hX;
      end else begin
         Div = 32'h0;
         Rem = 32'h0;
         for (i = 31; i >= 0; i = i - 1) begin
            Rem = {Rem[30:0], UnsignedA[i]};
            if (Rem >= UnsignedB) begin
               Rem = Rem - UnsignedB;
               Div[i] = 1'b1;
            end
         end
         if (A[31] ^ B[31]) begin
            Div = -Div;
            Rem = -Rem;
         end
      end
   end
endmodule
`timescale 1ns / 1ps
module Execute_CC (
    input clk, rst,
    input RegWriteE, ResultSrcE, MemWriteE, BranchE, ALUSrcE,
    input [1:0] ForwardAE, ForwardBE,
    input [3:0] ALUControlE,
    input [4:0] RDE,
    input [31:0] RD1E, RD2E, ImmExtE, PCE, ResultW,
    output RegWriteM, ResultSrcM, MemWriteM, PCSrcE,
    output [4:0] RDM,
    output [31:0] WriteDataM, PCTargetE, ALUResultM
    );
    wire ZeroE;
    wire [31:0] SrcAE, SrcBE, ALUResultE, SrcBE_out;
    reg RegWriteE_r, ResultSrcE_r, MemWriteE_r;
    reg [4:0] RDE_r;
    reg [31:0] WriteDataE_r, ALUResultE_r;
    Mux3 MUX3_E1 (
        .a(RD1E), 
        .b(ResultW), 
        .c(ALUResultM), 
        .s(ForwardAE), 
        .d(SrcAE)
    );
    Mux3 MUX3_E2 (
        .a(RD2E), 
        .b(ResultW), 
        .c(ALUResultM), 
        .s(ForwardBE), 
        .d(SrcBE)
    ); 
    Mux2 MUX_E (
        .a(SrcBE), 
        .b(ImmExtE), 
        .s(ALUSrcE), 
        .c(SrcBE_out)
    );
    ALU ALU (
        .A(SrcAE), 
        .B(SrcBE_out), 
        .ALUControl(ALUControlE), 
        .Carry(), 
        .OverFlow(), 
        .Zero(ZeroE), 
        .Negative(), 
        .Result(ALUResultE)
    );
    Adder ADDER_E (
        .a(PCE), 
        .b(ImmExtE), 
        .c(PCTargetE)
    );    
    always @(posedge clk or posedge rst) begin
        if (rst) begin
            RegWriteE_r <= 0;
            ResultSrcE_r <= 0;
            MemWriteE_r <= 0;
            ALUResultE_r <= 0;
            WriteDataE_r <= 0;
            RDE_r <= 0;
        end else begin
            RegWriteE_r <= RegWriteE;
            ResultSrcE_r <= ResultSrcE;
            MemWriteE_r <= MemWriteE;
            ALUResultE_r <= ALUResultE;
            WriteDataE_r <= SrcBE;
            RDE_r <= RDE;
        end
    end
    assign RegWriteM = RegWriteE_r;
    assign ResultSrcM = ResultSrcE_r;
    assign MemWriteM = MemWriteE_r;
    assign ALUResultM = ALUResultE_r;
    assign WriteDataM = WriteDataE_r;
    assign RDM = RDE_r;
    assign PCSrcE = BranchE & ZeroE;
endmodule
`timescale 1ns / 1ps
module Mux2(
    input s,
    input [31:0] a,b,
    output[31:0] c
    );
    assign c = (s)? b : a;
endmodule
`timescale 1ns / 1ps
module Mux3(
    input [1:0] s,
    input [31:0] a,b,c,
    output[31:0] d
    );
    assign d = (s==2'b00)? a :
               (s==2'b01)? b : 
               (s==2'b10)? c : 32'hx;
endmodule
```
**flow/run.sh**
```bash
#!/bin/bash
# OpenROAD 26Q1-2900-gdf79404cd8, Yosys 0.63+post, stock flow scripts
make -C /OpenROAD-flow-scripts/flow DESIGN_CONFIG=/design/flow/config.mk WORK_HOME=/design/flow/orfs finish
```
**flow/config.mk**
```make
export PLATFORM = sky130hd
export DESIGN_NAME = Execute_CC
export DESIGN_NICKNAME = Execute_CC
export VERILOG_FILES = /design/flow/design.v
export SDC_FILE = /design/flow/constraint.sdc
export NUM_CORES = 4
export LEC_CHECK = 1
export CORE_UTILIZATION = 30
```
**flow/constraint.sdc**
```tcl
current_design Execute_CC

set clk_period 313.9
set clk_io_pct 0.2

create_clock -name clk0 -period $clk_period [get_ports {clk}]

set non_clock_inputs [all_inputs -no_clocks]
set_input_delay [expr $clk_period * $clk_io_pct] -clock clk0 $non_clock_inputs
set_output_delay [expr $clk_period * $clk_io_pct] -clock clk0 [all_outputs]
```
==> results.py <==
# Generated from Yosys and OpenROAD reports
metrics = {
    "placed_design": {
        "hpwl_um": 408900,
        "place_congestion": 1.159,
        "port_buffers": 284,
    },
    "yosys": {
        "yosysTopAreaCell": "ha_1",
        "ys_chip_area_um2": 94430,
        "netlist_area_um2": 94430,
        "top_area_frac": 0.1654,
        "yosysMostFrequentCell": "nand2_1",
        "top_cells_by_area": "ha_1 17%, fa_1 9.4%, nand2_1 6.9%",
        "async_flop_share": 1.000,
        "ys_seq_frac": 0.01908,
        "synth_flops": 72,
        "avgSynthCellArea_um2": 6.879,
        "yosysUniqueCellTypes": 118,
        "synthTopCellsByCount": "1,729 x nand2_1, 1,360 x nor2_1, 1,248 x ha_1, 1,167 x a21oi_1, 944 x inv_1",
        "yosys_warnings": 2,
        "ff_type": "dfrtp_1",
        "synth_cells": 13730,
        "edf_count": 0,
        "synth_stat.cells": 13730,
    },
    "final_timing": {
        "timing.final.hold_violations": 0,
        "finalMaxSlewViolations": 0,
        "period_used_share": 0.7775,
        "final-setup-viol-count": 0,
        "fin_setup_tns_ns": 0,
        "tightest_slew_ns": 1.431,
        "hold-worst-slack_ns": 0.7537,
        "slew_headroom": 0.02149,
        "rsz0062_at_grt": "false",
        "skew_ns": 0.03059,
        "fin_crit_ns": 244.06,
        "fmax_mhz": 4.097,
    },
    "clock_tree": {
        "cts_resized": 0,
        "numCtsBuffers": 9,
        "cts_sinks": 72,
        "root_buffer": "clkbuf_16",
        "htreeDepth": 3,
        "post-cts-setup-buffer-count": 0,
        "ctsHoldBuffers": 0,
        "clk_latency_ns": 0.41,
        "tritoncts": "yes",
        "clock_path_buffers": 2,
        "path_clk_slew_ns": 0.08,
    },
    "drt": {
        "drt_iter0_drc": 10950,
        "drt_wl_total_um": 507700,
        "wl_per_cell_um": 28.11,
        "dr.pass1.iters": 9,
        "num_vias": 110000,
        "antenna_left": 0,
        "drc_errors": 0,
        "via_per_inst": 6.088,
    },
    "die": {
        "fp.dieArea_um2": 317000,
        "fp.coreArea_um2": 312400,
        "fp.dieW_um": 563.1,
        "die_h_um": 563.1,
        "ios": 285,
        "core.rowCount": 205,
        "initCoreUtil": 0.3023,
    },
    "run_status": {
        "status": "complete, no violations",
    },
    "job": {
        "maxCapViolations": 0,
        "tool_warnings": 90,
    },
    "grt": {
        "grt_usage": 0.3185,
        "grt_overflow_total": 0,
        "grt_pass1_vias": 104000,
        "grt_max_degree": 90,
        "grt_pass1_wl_um": 726100,
        "antenna_found_initial": 50,
    },
    "setup_path": {
        "endpoint_kind": "primary output",
        "crit_slowest_cell": "a2111oi_0",
        "cp_common_cell": "o21ai_0",
        "max_stage_delay_ns": 1.15,
        "critPathLaunchType": "primary input",
        "cp.required_ns": 251.12,
        "critical_path_peak_fanout": 48,
        "cp_data_arrival_time_ns": 181.28,
        "crit_type": "primary input to primary output",
    },
    "cells_and_area": {
        "syn_to_final_growth_pct": 10.49,
        "drive_gt1_frac": 0.06129,
        "fin_util": 0.3340,
    },
    "min_path": {
        "min_path_type": "flop to flop",
    },
}
-- registers in the layout (all words and copies together), names as in the netlist --
name	count
ALUResultE_r	32
MemWriteE_r	1
RDE_r	5
RegWriteE_r	1
ResultSrcE_r	1
WriteDataE_r	32
-- layout by cell type (no fill, tap or decap), types with 108 or more instances in the layout --
cell and instances:
and3_1 108, or3_1 132, a21o_1 470, xnor2_1 614
nor2_1 1346, clkdlybuf4s50_1 278, xor2_1 326, fa_1 442
inv_1 934, a21oi_1 1163, mux2i_1 172, nand2_1 1728
nand4_1 185, nor3_1 303, nand2b_1 121, a211oi_1 179
o21ai_0 811, ha_1 1247, o21bai_1 150, o21a_1 244
o211ai_1 128, nand3_1 300, buf_4 412, a31oi_1 181
-- layout make-up --
class | instances | area (um2)
Clock buffer | 9 | 225.2
Sequential cell | 72 | 1802
Tap cell | 4140 | 5180
Clock inverter | 7 | 77.57
Inverter | 977 | 3671
Multi-Input combinational cell | 12140 | 87340
Antenna cell | 23 | 57.56
Timing Repair Buffer | 700 | 5986
Fill cell | 33690 | 208100
-- logic make-up after synthesis --
kind of cell	count (synthesis)	synth area share
compound gates	4437	0.3103
xor+xnor	958	0.08893
flops	72	0.01908
simple gates	4793	0.2323
mux	257	0.02853
buf+inv	1520	0.06178
fa+ha+maj	1690	0.2591
-- worst paths after layout --
| path | cells past startpoint | end | slack (ns) | start |
|---|---|---|---|---|
| min in group asynchronous | 2 | ALUResultE_r[10] | 62.62 | rst |
| max in group asynchronous | 4 | ALUResultE_r[17] | 249.80 | rst |
| worst min-delay path | 3 | WriteDataE_r[14] | 0.75 | ALUResultE_r[14] |
| worst min register to register | 3 | WriteDataE_r[14] | 0.75 | ALUResultE_r[14] |
| worst max-delay path | 416 | PCSrcE | 69.84 | ResultW[2] |
| worst max register to register | 412 | ALUResultE_r[31] | 197.10 | ALUResultE_r[1] |
-- metal layers --
metal	up-vias	wire length, um	GRT usage
met3	1613	60080	0.1104
met5	-	857	0.008886
li1	50170	-	-
met2	6260	208900	0.4646
met1	51870	197900	0.4019
met4	52	39960	0.1985
-- through the flow --
stage | setup slack, ns | instances | instance area, um2
4_1_cts | 73.72 | 18040 | 104300
6_report | 69.84 | 18060 | 104300
5_1_grt | 64.22 | 18040 | 104300
3_5_place_dp | 74.33 | 18020 | 104000
3_3_place_gp | 74.07 | 18020 | 104000
2_1_floorplan | 80.84 | 13730 | 94430
-- critical path, delay by kind of cell --
kind / cells / cell delay, ns
compound gates: 214 / 61.33
xor+xnor: 7 / 0.97
fa+ha+maj: 33 / 11.31
buf+inv: 42 / 12.30
mux: 7 / 2.73
simple gates: 113 / 29.37
