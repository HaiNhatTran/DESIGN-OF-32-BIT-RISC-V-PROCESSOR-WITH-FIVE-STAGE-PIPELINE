File: flow/config.mk
export PLATFORM = sky130hd
export DESIGN_NAME = Instruction_Decode_CC
export DESIGN_NICKNAME = Instruction_Decode_CC
export VERILOG_FILES = /design/flow/design.v
export SDC_FILE = /design/flow/constraint.sdc
export NUM_CORES = 4
export LEC_CHECK = 1
export CORE_UTILIZATION = 40
File: flow/constraint.sdc
current_design Instruction_Decode_CC

set clk_period 2.2
set clk_io_pct 0.2

create_clock -name clk0 -period $clk_period [get_ports {clk}]

set non_clock_inputs [all_inputs -no_clocks]
set_input_delay [expr $clk_period * $clk_io_pct] -clock clk0 $non_clock_inputs
set_output_delay [expr $clk_period * $clk_io_pct] -clock clk0 [all_outputs]
File: flow/design.v
`timescale 1ns / 1ps
module ALU_Decoder(
    input [1:0]ALUOp,
    input [2:0]funct3,
    input [6:0]funct7,op,
    output [3:0]ALUControl
    );
    assign ALUControl = (ALUOp == 2'b00) ? 4'b0000 : 
                        (ALUOp == 2'b01) ? 4'b0001 : 
                        ((ALUOp == 2'b10) & (funct3 == 3'b111)) ? 4'b1011 : 
                        ((ALUOp == 2'b10) & (funct3 == 3'b010)) ? 4'b0100 : 
                        ((ALUOp == 2'b10) & (funct3 == 3'b001)) ? 4'b0011 : 
                        ((ALUOp == 2'b10) & (funct3 == 3'b110) & (funct7[0] == 1'b1)) ? 4'b1010 : 
                        ((ALUOp == 2'b10) & (funct3 == 3'b110) & (funct7[0] == 1'b0)) ? 4'b1001 : 
                        ((ALUOp == 2'b10) & (funct3 == 3'b101) & (funct7[5] == 1'b1)) ? 4'b1000 : 
                        ((ALUOp == 2'b10) & (funct3 == 3'b101) & (funct7[5] == 1'b0)) ? 4'b0111 : 
                        ((ALUOp == 2'b10) & (funct3 == 3'b100) & (funct7[0] == 1'b1)) ? 4'b0110 : 
                        ((ALUOp == 2'b10) & (funct3 == 3'b100) & (funct7[0] == 1'b0)) ? 4'b0101 : 
                        ((ALUOp == 2'b10) & (funct3 == 3'b000) & ({op[5],funct7[5],funct7[0]} == 3'b101)) ? 4'b0010 : 
                        ((ALUOp == 2'b10) & (funct3 == 3'b000) & ({op[5],funct7[5],funct7[0]} == 3'b110)) ? 4'b0001 : 
                                                                                                            4'b0000; 
endmodule
`timescale 1ns / 1ps
module Control_Unit(
    input [6:0]Op,funct7,
    input [2:0]funct3,
    output RegWrite,ALUSrc,MemWrite,ResultSrc,Branch,
    output [1:0]ImmSrc,
    output [3:0]ALUControl
    );
    wire [1:0]ALUOp;
    Main_Decoder MAIN_DE (
        .Op(Op), 
        .RegWrite(RegWrite), 
        .ALUSrc(ALUSrc), 
        .MemWrite(MemWrite), 
        .ResultSrc(ResultSrc), 
        .Branch(Branch), 
        .ImmSrc(ImmSrc), 
        .ALUOp(ALUOp)
        );  
    ALU_Decoder ALU_DE (
        .ALUOp(ALUOp), 
        .funct3(funct3), 
        .funct7(funct7), 
        .op(Op), 
        .ALUControl(ALUControl)
        );
endmodule
`timescale 1ns / 1ps
module Extend(
    input [31:0] In,
    input [1:0] ImmSrc,
    output [31:0] Imm_Ext
    );
    assign Imm_Ext =  (ImmSrc == 2'b00) ? {{20{In[31]}},In[31:20]} : 
                      (ImmSrc == 2'b01) ? {{20{In[31]}},In[31:25],In[11:7]} :
                      (ImmSrc == 2'b10) ? {{20{In[31]}},In[7],In[30:25],In[11:8],1'b0} : 32'h0; 
endmodule 
`timescale 1ns / 1ps
module Instruction_Decode_CC(
    input clk, rst, RegWriteW,
    input [4:0] RDW, 
    input [31:0] PCD, InstrD, ResultW,
    output RegWriteE, ResultSrcE, MemWriteE, BranchE, ALUSrcE,
    output [3:0] ALUControlE,
    output [4:0] RDE, RS1E, RS2E,
    output [31:0] RD1E, RD2E, PCE, ImmExtE
    );
    wire RegWriteD, ALUSrcD, MemWriteD, ResultSrcD, BranchD;
    wire [1:0] ImmSrcD;
    wire [3:0] ALUControlD;
    wire [31:0] RD1D, RD2D, ImmExtD;
    reg RegWriteD_r, ALUSrcD_r, MemWriteD_r, ResultSrcD_r, BranchD_r;
    reg [3:0] ALUControlD_r;
    reg [4:0] RDD_r, RS1D_r, RS2D_r, RS1E_r, RS2E_r;
    reg [31:0] RD1D_r, RD2D_r, PCD_r, ImmExtD_r;
    Control_Unit CU(
         .Op(InstrD[6:0]), 
         .funct7(InstrD[31:25]), 
         .funct3(InstrD[14:12]), 
         .RegWrite(RegWriteD), 
         .ALUSrc(ALUSrcD), 
         .MemWrite(MemWriteD), 
         .ResultSrc(ResultSrcD), 
         .Branch(BranchD), 
         .ImmSrc(ImmSrcD), 
         .ALUControl(ALUControlD)
         );
    Register_File RegFile (
         .clk(clk), 
         .rst(rst), 
         .WE(RegWriteW), 
         .A1(InstrD[19:15]), 
         .A2(InstrD[24:20]), 
         .A3(RDW), 
         .WD(ResultW), 
         .RD1(RD1D), 
         .RD2(RD2D)
         );
    Extend EXT ( 
         .In(InstrD), 
         .ImmSrc(ImmSrcD), 
         .Imm_Ext(ImmExtD)
         );
    always @(posedge clk or posedge rst) begin
        if (rst) begin
            RegWriteD_r <= 0;
            ResultSrcD_r <= 0;
            MemWriteD_r <= 0;
            BranchD_r <= 0;
            ALUControlD_r <= 0;
            ALUSrcD_r <= 0;
            RD1D_r <= 0;
            RD2D_r <= 0;
            PCD_r <= 0;
            RS1E_r <= 0;
            RS2E_r <= 0;
            RDD_r <= 0;
            ImmExtD_r <= 0;
        end else begin
            RegWriteD_r <= RegWriteD;
            ResultSrcD_r <= ResultSrcD;
            MemWriteD_r <= MemWriteD;
            BranchD_r <= BranchD;
            ALUControlD_r <= ALUControlD;
            ALUSrcD_r <= ALUSrcD;
            RD1D_r <= RD1D;
            RD2D_r <= RD2D;
            PCD_r <= PCD;
            RS1E_r <= InstrD[19:15];
            RS2E_r <= InstrD[24:20];
            RDD_r <= InstrD[11:7];
            ImmExtD_r <= ImmExtD;
        end
    end
    assign RegWriteE = RegWriteD_r;
    assign ResultSrcE = ResultSrcD_r;
    assign MemWriteE = MemWriteD_r;
    assign BranchE = BranchD_r;
    assign ALUControlE = ALUControlD_r;
    assign ALUSrcE = ALUSrcD_r;
    assign RD1E = RD1D_r;
    assign RD2E = RD2D_r;
    assign PCE = PCD_r;
    assign RS1E = RS1E_r;
    assign RS2E = RS2E_r;
    assign RDE = RDD_r;
    assign ImmExtE = ImmExtD_r;
endmodule
`timescale 1ns / 1ps
module Main_Decoder(
    input [6:0]Op,
    output RegWrite,ALUSrc,MemWrite,ResultSrc,Branch,
    output [1:0]ImmSrc,ALUOp
    );
    assign RegWrite = (Op == 7'b0000011 | Op == 7'b0010011 | Op == 7'b0110011 ) ? 1'b1 : 1'b0 ;  
    assign ImmSrc = (Op == 7'b0000011 | Op == 7'b0010011) ? 2'b00 : 
                    (Op == 7'b0100011) ? 2'b01 :  
                    (Op == 7'b1100011) ? 2'b10 :  
                                         2'b00;  
    assign ALUSrc = (Op == 7'b0000011 | Op == 7'b0100011 | Op == 7'b0010011) ? 1'b1 : 1'b0 ;   
    assign MemWrite = (Op == 7'b0100011) ? 1'b1 : 1'b0 ; 
    assign ResultSrc = (Op == 7'b0110011 | Op == 7'b0010011) ? 1'b0 : 
                       (Op == 7'b0000011) ? 1'b1 :  
                                            1'b0 ;
    assign Branch = (Op == 7'b1100011) ? 1'b1 : 1'b0 ; 
    assign ALUOp = (Op == 7'b0110011) ? 2'b10 :  
                   (Op == 7'b1100011) ? 2'b01 :  
                                        2'b00;   
endmodule 
`timescale 1ns / 1ps
module Register_File(
    input clk, rst, WE,
    input [4:0] A1, A2, A3,
    input [31:0] WD,
    output [31:0] RD1, RD2
);
integer  i;
reg [31:0] Register [31:0];
always @ (posedge clk or posedge rst) begin
    if (rst) begin
        for ( i = 0; i < 32; i = i + 1) begin
            Register[i] <= 32'h00000000;
        end
    end else begin
        if (WE & (A3 != 5'h00)) begin
            Register[A3] <= WD;
        end
    end
end
assign RD1 = (rst) ? 32'd0 : Register[A1];
assign RD2 = (rst) ? 32'd0 : Register[A2];
endmodule
File: flow/run.sh
#!/bin/bash
# OpenROAD 26Q1-2900-gdf79404cd8, Yosys 0.63+post, stock flow scripts
make -C /OpenROAD-flow-scripts/flow DESIGN_CONFIG=/design/flow/config.mk WORK_HOME=/design/flow/orfs finish
==> GITHUB_STEP_SUMMARY <==
## PnR job results

| Metric | Value |
|---|---|
| Wirelength per Cell | 42.5 um |
| Commonest non-fill, non-tap cell in the layout | dfrtp_1 |
| First-pass GRT wire length | 459000 um |
| Hold WC Path Type | primary input to async pin |
| CTS tree | done |
| Max Slew Vio Count | 0 |
| Initial antenna violation count | 17 |
| CP Data Arrival Time | 1.77 ns |
| Cells after synthesis | 5157 |
| Yosys warning total | 3 |
| Root buffer cell | clkbuf_16 |
| Largest net degree at the start of global routing | 108 |
| Startpoint types | register |
| FF-to-FF Start | RegFile.Register[28][9] |
| Area growth syn-to-layout | 31.1% |
| CP max-delay cell | clkdlybuf4s50_1 |
| Global Route Usage Sum | 48.2% |
| Yosys Chip Area | 57700 um2 |
| Final Setup Violations | 7 |
| Reg2reg path depth | 6 |
| Clock-pin slew on the worst setup and hold paths | 0.06 ns |
| Worst slew margin | 39.5% |
| CP cell instances | clkdlybuf4s50_1 |
| CP Capture Type | output port |
| Violated checks | hold timing, setup timing |
| Leakage | 33.3 nW |
| Clk_skew | 0.0211 ns |
| Vias post-DR | 53600 |
| Count of library flops with an enable pin | 0 |
| Wirelength, routed | 338000 um |
| Synth Cell Area | 57700 um2 |
| Levels on crit path | 1 |
| Crit path DRT | 1.76 ns |
| Core Util at FP | 40.3% |
| Tmin final | 2.21 ns |
| Worst Tran Pin Value | 0.907 ns |
| Yosys Instances | 5157 |
| Max_cap viols | 0 |
| Sink Count | 1157 |
| Non-filler cells, final | 7937 |
| Detailed placement HPWL | 243000 um |
| Top Metal Used | met5 |
| 1st-iter DRT viols | 6383 |
| TritonRoute pass-1 iters | 9 |
| Place WS | -0.804 ns |
| Die y size | 382 um |
| RR Endpoint | RD1D_r[9] |
| Fin worst setup slack | -0.00531 ns |
| Highest clock rate | 0.453 GHz |
| CP delay by family, top | buffers and inverters |
| Die width | 382 um |
| Clk ins delay skew pair | 0.79 ns |
| Max VDD drop | 0.000800 V |
| Total CTS buffers | 135 |
| Io pins | 256 |
| Mean post-synth cell area | 11.2 um2 |
| Number of global-route vias before repair | 53100 |
| Design Area, Final | 75600 um2 |
| Dominant cell type by area after synthesis | dfrtp_1 |
| Overflow after GRT | 0 |
| Commonest flop | dfrtp_1 |
| Crit path kind | register to output port |
| Routed vias/inst | 6.75 |
| M1 WL | 128000 um |
| Placed Instances | 7682 |
| Status | finished, violations left |
| Sequential Area | 29000 um2 |
| Max stage delay on crit path | 0.53 ns |
| R2r setup slk | 0.10 ns |
| Seq share, synth | 50.2% |
| RSZ-0062 raised after global routing | true |
| GP Congestion | 1.08 |
| Worst hold slack | -0.0140 ns |
| Metal3 WL | 49200 um |
| Area share, top type | 50.2% |
| Post-synth ARST share | 100% |
| H-tree Lvls | 4 |
| DRC viols | 0 |
| Netlist cell types | 82 |
| Top cells, area | dfrtp_1 50%, mux2_2 19%, nand3_1 7.5%, a22oi_1 3.9%, nand4_1 2.9% |
| Metal2 WL | 137000 um |
| Share of cells above drive strength 1 | 38.4% |
| Period Utilization, post-route | 100% |
| Layout fillers | 12400 |
| Top Layout Cells | 1150 x dfrtp_1, 986 x mux2_2, 864 x nand3_1 |
| PwrDens | 827 nW/um2 |
| CP max FO | 1 |
| Buf/Inv on CP | 1 |
| FP Rows | 139 |
| Final hold vios | 24 |
| Core area | 143000 um2 |
| Gate Area | 26400 um2 |
| Placement Cell Area | 70800 um2 |
| Ys flops | 1157 |
| DRT antenna net count | 0 |
| PortBufs | 255 |
| Log Warnings | 35 |
| Max clock buf depth | 3 |
| Die footprint | 146000 um2 |
flip-flops by register name (all words and copies together) (netlist names), 4 cells and up:
register / cells
RD2D_r: 32
ALUControlD_r: 4
RS2E_r: 5
RS1E_r: 5
RegFile.Register: 1024
PCD_r: 32
RD1D_r: 32
RDD_r: 5
ImmExtD_r: 13
worst reg2reg max path, stage by stage (launching register included):
cell      delay [ns]
dfrtp_1         0.46
and4_1          0.24
o21ai_0         0.42
buf_4           0.20
a21boi_0        0.16
nand4_1         0.16
o31a_1          0.34
through the flow:
| step | util (%) | power, mW | TNS, ns |
|---|---|---|---|
| after floorplan | - | 32.5 | -2634.79 |
| after global placement | 49.4 | 38.2 | -236.07 |
| after detailed placement | 49.4 | 38.3 | -237.10 |
| after CTS | 52.7 | 62.4 | -0.716 |
| after global routing | 52.8 | 64.3 | -1.30 |
| final | 52.8 | 62.5 | -0.0161 |
Yosys cell counts (43+ instances only):
cell type  count
a22o_1        71
a22oi_1      302
and3_1       163
buf_1         62
buf_2        213
clkbuf_1     279
dfrtp_1     1157
mux2_2       986
nand3_1      864
nand4_1      263
nor2_1       122
nor3_1        43
nor4_1        55
o21ai_0       47
worst max-delay path by stage:
stage                  from          end
CTS           ImmExtD_r[30]  ImmExtE[16]
global route  ImmExtD_r[30]  ImmExtE[12]
finish           RD1D_r[30]     RD1E[30]
cells by family (layout without fill, tap and decap cells):
kind of cell / count (synthesis) / count (layout) / synth area share, %
flops: 1157 / 1157 / 50.2
xor+xnor: 1 / 1 / 0.0152
compound gates: 647 / 647 / 8.68
simple gates: 1719 / 1720 / 16.4
mux: 1019 / 1019 / 19.9
other cells: 0 / 8 / 0
buf+inv: 614 / 1482 / 4.83
per-layer routing:
| metal | GRT usage, % | up-vias |
|---|---|---|
| li1 | - | 21100 |
| met4 | 24.2 | 18 |
| met3 | 25.3 | 1143 |
| met1 | 65.3 | 27400 |
| met5 | 0 | - |
| met2 | 64.1 | 3924 |
layout make-up:
class	instances	area share [%]
antenna	8	0.0265
timing repair buffer	1232	17.4
multi-input combinational	3387	34.9
inverter	11	0.0893
clock buffer	181	5.03
sequential	1157	38.3
clock inverter	58	1.15
tap	1903	3.15
power breakdown:
group          switching, mW  leakage [nW]  internal [mW]  total, mW
Sequential              4.17          14.8           25.0       29.2
Clock                   9.79          2.29           14.2       24.0
Combinational           4.46          16.2           4.83       9.29
what timing repair did:
item                                   CTS  global route
resized                                  7             5
cloned                                   0             1
buffers inserted                         2             2
hold buffers                             3             0
endpoints found under the hold margin   51             0
setup endpoints to repair               25            27
No activity file was given, so power comes from the tool's default toggle rates.
